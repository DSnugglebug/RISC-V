[design/flow/design.v]
`timescale 1ns/1ps
module msrv32_reg_block_2(ms_riscv32_mp_clk_in, ms_riscv32_mp_rst_in, rd_addr_in, csr_addr_in, rs_1_in, rs_2_in, 
	pc_in, pc_plus_4_in, branch_taken_in, iadder_in, alu_opcode_in, load_size_in, load_unsigned_in, alu_src_in,
	csr_wr_en_in, rf_wr_en_in, wb_mux_sel_in, csr_op_in, imm_in, rd_addr_reg_out, csr_addr_reg_out, rs_1_reg_out,
	rs_2_reg_out, pc_reg_out, pc_plus_4_reg_out, iadder_out_reg_out, alu_opcode_reg_out, load_size_reg_out,	
	load_unsigned_reg_out, alu_src_reg_out, csr_wr_en_reg_out, rf_wr_en_reg_out, wb_mux_sel_reg_out, csr_op_reg_out, imm_reg_out);
input ms_riscv32_mp_clk_in, ms_riscv32_mp_rst_in, branch_taken_in, load_unsigned_in, alu_src_in, csr_wr_en_in, rf_wr_en_in;
input[1:0] load_size_in;
input[2:0] wb_mux_sel_in, csr_op_in;
input[3:0] alu_opcode_in;
input[4:0] rd_addr_in;
input[11:0] csr_addr_in;
input[31:0] rs_1_in, rs_2_in, pc_in, pc_plus_4_in, iadder_in, imm_in;  
output reg load_unsigned_reg_out, alu_src_reg_out, csr_wr_en_reg_out, rf_wr_en_reg_out;
output reg[1:0] load_size_reg_out;
output reg[2:0] wb_mux_sel_reg_out, csr_op_reg_out;
output reg[3:0] alu_opcode_reg_out;
output reg[4:0] rd_addr_reg_out;
output reg[11:0] csr_addr_reg_out;
output reg[31:0] rs_1_reg_out, rs_2_reg_out, pc_reg_out, pc_plus_4_reg_out, iadder_out_reg_out, imm_reg_out;
always@(posedge ms_riscv32_mp_clk_in or posedge ms_riscv32_mp_rst_in)
begin
	if(ms_riscv32_mp_rst_in)
	begin
		load_unsigned_reg_out <= 1'b0;
		alu_src_reg_out <= 1'b0;
		csr_wr_en_reg_out <= 1'b0;
		rf_wr_en_reg_out <= 1'b0;
		load_size_reg_out <= 2'b00;
		wb_mux_sel_reg_out <= 3'b000;
		csr_op_reg_out <= 3'b000;
		alu_opcode_reg_out <= 4'h0;
		rd_addr_reg_out <= 5'b00000;
		csr_addr_reg_out <= 12'h000;
		rs_1_reg_out <= 32'h00000000;
		rs_2_reg_out <= 32'h00000000;
		pc_reg_out <= 32'h00000000;
		pc_plus_4_reg_out <= 32'h00000000;
		iadder_out_reg_out <= 32'h00000000;
		imm_reg_out <= 32'h00000000;
	end
	else
	begin
		load_unsigned_reg_out <= load_unsigned_in;
		alu_src_reg_out <= alu_src_in;
		csr_wr_en_reg_out <= csr_wr_en_in;
		rf_wr_en_reg_out <= rf_wr_en_in;
		load_size_reg_out <= load_size_in;
		wb_mux_sel_reg_out <= wb_mux_sel_in;
		csr_op_reg_out <= csr_op_in;
		alu_opcode_reg_out <= alu_opcode_in;
		rd_addr_reg_out <= rd_addr_in;
		csr_addr_reg_out <= csr_addr_in;
		rs_1_reg_out <= rs_1_in;
		rs_2_reg_out <= rs_2_in;
		pc_reg_out <= pc_in;
		pc_plus_4_reg_out <= pc_plus_4_in;
		iadder_out_reg_out[31:1] <=  iadder_in[31:1];
		iadder_out_reg_out[0] <= (branch_taken_in)? 1'b0: iadder_in[0];
		imm_reg_out <= imm_in;
	end
end
endmodule
[design/flow/config.mk]
export PLATFORM = sky130hd
export DESIGN_NAME = msrv32_reg_block_2
export DESIGN_NICKNAME = msrv32_reg_block_2
export VERILOG_FILES = /design/flow/design.v
export SDC_FILE = /design/flow/constraint.sdc
export NUM_CORES = 4
export LEC_CHECK = 1
export CORE_AREA = 10 10 265 265
export DIE_AREA = 0 0 275 275
[design/flow/constraint.sdc]
current_design msrv32_reg_block_2

set clk_period 1.0
set clk_io_pct 0.2

create_clock -name clk0 -period $clk_period [get_ports {ms_riscv32_mp_clk_in}]

set non_clock_inputs [all_inputs -no_clocks]
set_input_delay [expr $clk_period * $clk_io_pct] -clock clk0 $non_clock_inputs
set_output_delay [expr $clk_period * $clk_io_pct] -clock clk0 [all_outputs]
[design/flow/run.sh]
#!/bin/bash
# OpenROAD 26Q1-2900-gdf79404cd8, Yosys 0.63+post, stock flow scripts
make -C /OpenROAD-flow-scripts/flow DESIGN_CONFIG=/design/flow/config.mk WORK_HOME=/design/flow/orfs finish
==> impl_metrics.py <==
# Physical implementation metrics
metrics = {
    "route": {
        "wl_per_cell_um": 14.5,
        "routed_via_density": 2.49,
        "drt_iter0_drc": 79,
        "first_pass_iters": 4,
        "ant_nets": 0,
        "drt_wl_total_um": 23100,
        "drc": 0,
        "vias": 3978,
    },
    "place": {
        "hpwl_um": 18900,
        "dp.cells": 1558,
        "port_buffers": 452,
        "gp_congestion": 0.805,
    },
    "outcome": {
        "status": "finished, violations left",
        "violations": "negative setup slack",
    },
    "synth": {
        "ys_cells": 227,
        "ys.flops": 225,
        "syn_area_per_cell_um2": 24.9,
        "syn_area_um2": 5650,
        "synthDistinctLibCells": 3,
        "top_cell_area_share_pct": 99.7,
        "synth_top_cell_by_area": "dfrtp_1",
        "synth_seq_share_pct": 99.7,
        "ys_area_um2": 5650,
        "synthTopCellsByArea": "dfrtp_1, nor2b_4, inv_1",
        "yosys_warnings": 1,
        "synthCells": 227,
    },
    "timing": {
        "setup_ws_ps": -253,
        "timing.fmax_ghz": 0.798,
        "rsz0062_at_grt": "true",
        "tightest_slew_ps": 224,
        "fin_setup_tns_ps": -45990,
        "setup_viol": 225,
        "min_period_over_period_pct": 125,
        "finalHoldViolCount": 0,
        "max_slew_margin_pct": 85.0,
        "fin_crit_ps": 1250,
        "finalMaxSlewViolations": 0,
    },
    "job": {
        "max-cap-violations": 0,
        "warnings": 28,
    },
    "critical_path": {
        "crit_buf_inv": 1,
        "path_cells": "buf_2",
        "required_ps": 800,
        "critPathMaxFanout": 1,
        "start_kind": "flip-flop",
        "crit_type": "reg -> out",
        "end_kind": "output pin",
        "critPathArrivalTime_ps": 1050,
        "cpPeakStageDelay_ps": 390,
        "crit_family": "flip-flops",
        "crit_path_top_delay_cell": "dfrtp_1",
    },
    "die": {
        "fp_util_pct": 8.76,
        "die_y_um": 275,
        "num_rows": 93,
        "io-pin-count": 453,
        "die_width_um": 275,
        "chip_area_um2": 75600,
        "coreArea_um2": 64500,
    },
    "cells_and_area": {
        "layoutNonFillerInstCount": 1597,
        "drive_above_1_share_pct": 38.7,
        "final_cell_mix": "clkdlybuf4s50_1, dfrtp_1, buf_2",
        "final-comb-area_um2": 13.8,
        "lay_top_count": "clkdlybuf4s50_1",
        "syn_to_final_growth_pct": 96.6,
        "seq_area_um2": 5630,
        "nFillCells": 7068,
    },
    "power_and_ir_drop": {
        "p_int_uw": 15500,
        "sequentialPowerShare_pct": 49.5,
        "p_clk_share_pct": 42.1,
        "power_frac_comb_pct": 8.4,
        "p_sw_uw": 4040,
        "power.leakage_uw": 0.00490,
        "powerDensity_nw_per_um2": 1760,
        "p_sw_share_pct": 20.7,
        "peakVddDrop_uv": 1530,
    },
    "cts": {
        "cts_sinks": 225,
        "cts-hold-fix-buffers": 0,
        "clock_path_buffers": 3,
        "cts_tree": "built",
        "cts-root-buf": "clkbuf_16",
        "path_clk_slew_ps": 60,
        "htreeDepth": 1,
        "numCtsBuffers": 24,
    },
    "min_path": {
        "hp-class": "in -> async",
    },
    "global_routing": {
        "grt_max_degree": 27,
        "grt_pass1_wl_um": 31700,
        "overflow": 0,
        "grtUsageTotal_pct": 5.73,
        "grt_pass1_vias": 4565,
        "antenna_found_initial": 4,
    },
}
## timing repair
| item | 4_1_cts | 5_1_grt |
|---|---|---|
| setup buffers | 0 | 0 |
| resized | 723 | 0 |
| setup endpoints to repair | 225 | 225 |
## metrics by stage
stage                     setup WS (ps)  instance area [um2]  util, %  hold slack, ps  power, uW
after global routing               -318                11100     17.2            45.0      20500
after floorplan                   -2140                 5650        -             231       9860
after detailed placement          -61.9                11500     17.8             635      12000
after CTS                          -337                11100     17.2            26.9      20100
final                              -253                11100     17.2            71.4      19500
after global placement            -77.4                11500     17.8             640      12000
## state kept, by name, indices dropped and copies added (netlist names)
signal,flops
load_unsigned_reg_out,1
alu_opcode_reg_out,4
iadder_out_reg_out,32
alu_src_reg_out,1
rs_1_reg_out,32
rd_addr_reg_out,5
csr_wr_en_reg_out,1
rs_2_reg_out,32
pc_plus_4_reg_out,32
pc_reg_out,32
csr_addr_reg_out,12
imm_reg_out,32
rf_wr_en_reg_out,1
csr_op_reg_out,3
load_size_reg_out,2
wb_mux_sel_reg_out,3
## area by class of cell
class                      instances  area share (%)
antenna                            1          0.0225
clock buffer                      31            6.20
clock inverter                     7           0.383
inverter                           1          0.0676
multi-input combinational          1           0.124
sequential                       225            50.7
tap                              855            9.64
timing repair buffer             476            32.9
## cell usage after synthesis
| library cell | count |
|---|---|
| inv_1 | 1 |
| nor2b_4 | 1 |
| dfrtp_1 | 225 |
## power groups by stage
stage | Clock, uW | Combinational, uW | Sequential, uW
4_1_cts | 8720 | 1720 | 9680
5_1_grt | 8990 | 1820 | 9710
6_report | 8230 | 1640 | 9670
## kinds of logic (layout without fill, tap and decap cells)
group	count (synthesis)	count (layout)	share of synthesized area (%)
buf+inv	1	515	0.0664
simple gates	1	1	0.244
flops	225	225	99.7
other cells	0	1	0
## final timing paths
| kind | depth (start not counted) | end | slack [ps] | startpoint |
|---|---|---|---|---|
| hold / removal | 3 | pc_reg_out[6]$_DFF_PP0_ | 70 | ms_riscv32_mp_rst_in |
| max in group asynchronous | 4 | rs_2_reg_out[15]$_DFF_PP0_ | 530 | ms_riscv32_mp_rst_in |
| min in group clk0 | 1 | rs_1_reg_out[16]$_DFF_PP0_ | 90 | rs_1_in[16] |
| setup / recovery | 1 | imm_reg_out[19] | -250 | imm_reg_out[19]$_DFF_PP0_ |
## per-layer routing
layer / part of all wire (%) / track usage (%) / vias to the layer above / wire [um]
met3: 16 / 3.31 / 32 / 3650
met2: 46 / 9.40 / 336 / 10700
met4: 3.9 / 1.98 / 0 / 911
li1: - / - / 1708 / -
met5: 0 / 0 / - / 0
met1: 34 / 6.07 / 1902 / 7840
No activity file was given, so power comes from the tool's default toggle rates.
