==> flow/design.v <==
module msrv32_integer_file(ms_riscv32_mp_clk_in, ms_riscv32_mp_rst_in, rs_1_addr_in, rs_2_addr_in, rd_addr_in, wr_en_in, rd_in, rs_1_out, rs_2_out);
input ms_riscv32_mp_clk_in, ms_riscv32_mp_rst_in, wr_en_in;
input[4:0] rs_1_addr_in, rs_2_addr_in, rd_addr_in;
input[31:0] rd_in;
output[31:0] rs_1_out, rs_2_out;
integer i;
reg[31:0]reg_file[0:31];
wire[31:0] hold_rs_1_out, hold_rs_2_out;
always@(posedge ms_riscv32_mp_clk_in or posedge ms_riscv32_mp_rst_in)
begin
	if(ms_riscv32_mp_rst_in)
	begin
		for(i=0; i<32; i=i+1)
		 reg_file[i] <= 32'b0;
	end
	else if(wr_en_in && rd_addr_in)
		reg_file[rd_addr_in] <= rd_in;
end
assign hold_rs_1_out = (rs_1_addr_in == rd_addr_in && (wr_en_in==1'b1))? 1'b1: 1'b0;  
assign hold_rs_2_out = (rs_2_addr_in == rd_addr_in && (wr_en_in==1'b1))? 1'b1: 1'b0;  
assign rs_1_out = (hold_rs_1_out == 1'b1)? rd_in :reg_file[rs_1_addr_in];
assign rs_2_out = (hold_rs_2_out == 1'b1)? rd_in :reg_file[rs_2_addr_in];
endmodule
==> flow/run.sh <==
#!/bin/bash
# OpenROAD 26Q1-2900-gdf79404cd8, Yosys 0.63+post, stock flow scripts
make -C /OpenROAD-flow-scripts/flow DESIGN_CONFIG=/design/flow/config.mk WORK_HOME=/design/flow/orfs finish
==> flow/config.mk <==
export PLATFORM = sky130hd
export DESIGN_NAME = msrv32_integer_file
export DESIGN_NICKNAME = msrv32_integer_file
export VERILOG_FILES = /design/flow/design.v
export SDC_FILE = /design/flow/constraint.sdc
export NUM_CORES = 4
export LEC_CHECK = 1
export CORE_UTILIZATION = 40
==> flow/constraint.sdc <==
current_design msrv32_integer_file

set clk_period 6.5
set clk_io_pct 0.2

create_clock -name clk0 -period $clk_period [get_ports {ms_riscv32_mp_clk_in}]

set non_clock_inputs [all_inputs -no_clocks]
set_input_delay [expr $clk_period * $clk_io_pct] -clock clk0 $non_clock_inputs
set_output_delay [expr $clk_period * $clk_io_pct] -clock clk0 [all_outputs]
==> results_dict.tcl <==
# place-and-route summary
set metrics [dict create \
    ctsResizeCount 0 \
    grt-ovfl-total 0 \
    yosys_area_um2 52800 \
    layout_top_cells "dfrtp_1, mux2_2, a22oi_1" \
    layout_top_cell "dfrtp_1" \
    skew_ns 0 \
    ys_sh_aoi 0.147 \
    timing.final.ws_setup_ns 0.222 \
    dieArea_um2 133000 \
    ys_cells 4606 \
    rsz0062_at_grt "no" \
    cts_max_path_buffers 3 \
    clk_pin_slew_worst_paths_ns 0.06 \
    clock-sinks 1024 \
    clock_power_share 0.381 \
    worst_slew_pin_slew_ns 1.12 \
    cp-end-kind "output port" \
    cp.arrival_ns 4.98 \
    setup-violations-final 0 \
    crit_family "simple AND/OR/NAND/NOR gates" \
    port_buffers 113 \
    grt_pass1_wl_um 407000 \
    avgSynthCellArea_um2 11.5 \
    cp_max_fo 25 \
    openroad.warnings 43 \
    die_x_um 365 \
    syn_inst 4606 \
    period_minus_slack_ns 6.28 \
    synth_warnings 2 \
    path_cells "buf_2 > buf_4 > or4_1 > a21oi_1 > a2111oi_0 > nand4_1 > nor3_1 > o21ai_1 > clkdlybuf4s50_1" \
    path_class "in -> out" \
    htree_num_levels 3 \
    startpoint "rs_2_addr_in[0]" \
    num_io_pins 114 \
    max_stage_delay_ns 0.88 \
    first_pass_iters 9 \
    viasPerCell 7.38 \
    regMostFlops "reg_file" \
    p_leak_nw 27.4 \
    cap_violations 0 \
    place_congestion 1.07 \
    fp-row-count 132 \
    ff_type "dfrtp_1" \
    hp-class "reg -> reg" \
    fin_crit_sh 0.966 \
    vias 48500 \
    drive_gt1_frac 0.358 \
    gr-usage-all-layers 0.472 \
    power.share.combinational 0.148 \
    finalHoldViolations 0 \
    mux_area_frac 0.217 \
    fp-utilization 0.405 \
    remaining_drc_errors 0 \
    critPathRequiredTime_ns 5.20 \
    die_h_um 365 \
    max_freq_mhz 159 \
    yosysSeqAreaShare 0.486 \
    p_switching_mw 5.61 \
    critPathBufInv 3 \
    edf_count 0 \
    synth-async-reset-ratio 1.00 \
    tritoncts "built" \
    drt_wl_total_um 303000 \
    yosysUniqueCellTypes 74 \
    dp_slack_ns 0.440 \
    area_growth_pct 17.6 \
    core_area_um2 130000 \
    cts_setup_buffers 0 \
    power_mw 18.8 \
    clkLatencyLatePin_ns 0.78 \
    sw_frac_of_total 0.299 \
    syn_area_um2 52800 \
    ys_sh_simple 0.106 \
    slew_violations 0 \
    grt_pass1_vias 46700 \
    ys_sh_adder 0 \
    antenna_found_initial 35 \
    reg_top3 "reg_file (1024)" \
    grt_max_degree 123 \
    relSlewSlack 0.251 \
    cts_buffers 114 \
    r2r_start "reg_file[13][20]" \
    final_util 0.477 \
    fillers 11800 \
    synth_flops 1024 \
    largest_reg_flops 1024 \
    p_int_mw 13.2 \
    slowest_stage "a2111oi_0" \
    dpl.hpwl_um 193000 \
    p_seq_frac 0.471 \
    p_per_area_nw_per_um2 303 \
    cts_root_buf "clkbuf_16" \
    status "complete, no violations" \
    hp-start "reg_file[0][22]" \
    xor_share 0.00166 \
    critPathLaunchType "input pin" \
    holdBufCountCts 0 \
    wire_per_inst_um 46.2 \
    peakVddDrop_mv 0.229 \
    drt_iter0_drc 6487 \
    final_antenna_net_count 0 \
    top_logic_kind "multiplexers" \
]
-- worst paths after layout --
kind | slack [ns] | cells after the start | to
min in group asynchronous | 1.00 | 2 | reg_file[24][30]
worst max-delay path | 0.22 | 9 | rs_2_out[27]
worst max register to register | 5.55 | 1 | reg_file[13][20]
max in group asynchronous | 3.81 | 4 | reg_file[11][10]
worst min-delay path | 0.39 | 0 | reg_file[0][22]
worst min register to register | 0.39 | 0 | reg_file[0][22]
-- power by group through the flow --
stage	sequential (mW)	clock [mW]	combinational [mW]
after CTS	8.77	7.17	2.71
after global routing	8.93	7.40	2.91
final	8.85	7.15	2.78
-- routing by layer --
layer  vias to the layer above  track usage  share of wire
li1                      17900            -              -
met3                      1605        0.295           0.17
met4                        58        0.282          0.085
met1                     24500        0.594           0.35
met5                         -       0.0178         0.0021
met2                      4412        0.615           0.39
-- layout make-up --
cell class,instances,area (um2),area share
Antenna cell,19,47.5,0.000766
Clock buffer,150,3280,0.0529
Clock inverter,59,827,0.0133
Inverter,15,60.1,0.000968
Multi-Input combinational cell,3074,25500,0.411
Sequential cell,1024,25600,0.413
Tap cell,1742,2180,0.0351
Timing Repair Buffer,484,4500,0.0726
-- through the flow --
stage                      TNS, ns  hold slack (ns)  instances  area (um2)
after global routing             0            0.400       6552       62000
final                            0            0.387       6567       62000
after CTS                        0            0.391       6548       62000
after global placement           0            0.375       6339       57900
after detailed placement         0            0.378       6339       57900
after floorplan           -9127.87            0.437       4606       52800
-- kinds of logic (layout without fill, tap and decap cells) --
logic type                count (synthesis)  count (layout)
and+or+nand+nor                         986             986
xor gates and xnor gates                 10              10
other                                     0              19
DFF                                    1024            1024
AOI/OAI and AO/OA                      1060            1060
buffers and inverters                   508             708
muxes                                  1018            1018
-- synth_stat cells (21+ instances only) --
cell | n | area share
a2111oi_0 | 83 | 0.014
a21oi_1 | 60 | 0.0057
a22o_1 | 32 | 0.0053
a22oi_1 | 662 | 0.094
a31oi_1 | 22 | 0.0026
a32oi_1 | 21 | 0.0035
and3_1 | 266 | 0.032
buf_1 | 39 | 0.0028
buf_2 | 176 | 0.017
clkbuf_1 | 251 | 0.018
dfrtp_1 | 1024 | 0.49
mux2_2 | 999 | 0.21
nand2_1 | 141 | 0.010
nand3_1 | 135 | 0.013
nand4_1 | 119 | 0.014
nor2_1 | 78 | 0.0055
nor2_2 | 25 | 0.0030
nor3_1 | 35 | 0.0033
nor4_1 | 54 | 0.0064
o21ai_0 | 82 | 0.0078
o21ai_1 | 37 | 0.0035
or3_1 | 37 | 0.0044
No activity file was given, so power comes from the tool's default toggle rates.
