## design/flow/design.v

```verilog
module msrv32_alu(op_1_in, op_2_in, opcode_in, result_out);
input[3:0] opcode_in;
input[31:0] op_1_in, op_2_in;
output reg[31:0] result_out;
wire[31:0] hold_funct7_msb;
wire[31:0] hold_add_sub;
wire[31:0] hold_shift_right;
wire[31:0] hold_shift_arith;
wire[31:0] hold_shift_logical;
wire[31:0] hold_slt, hold_sltu;
wire signed[31:0] signed_op_1_in, signed_op_2_in;
parameter	ALU_ADD_SUB= 3'b000,
		ALU_SLT	= 3'b010,
		ALU_SLTU= 3'b011,
		ALU_AND	= 3'b111,
		ALU_OR	= 3'b110,
		ALU_XOR	= 3'b100,
		ALU_SLL	= 3'b001,
		ALU_SR	= 3'b101;
assign signed_op_1_in = op_1_in;
assign signed_op_2_in = -op_2_in;
assign hold_funct7_msb = (opcode_in[3]==1'b1)? (signed_op_2_in): op_2_in;
assign hold_add_sub = signed_op_1_in + hold_funct7_msb;
assign hold_shift_arith = signed_op_1_in >>> op_2_in[4:0];
assign hold_shift_logical = op_1_in >> op_2_in[4:0];
assign hold_shift_right = (opcode_in[3]==1'b1)? hold_shift_arith: hold_shift_logical;
assign hold_sltu = signed_op_1_in < op_2_in;
assign hold_slt = (signed_op_1_in[31]^op_2_in[31])? signed_op_1_in[31] :hold_sltu;
always@*
begin
	case(opcode_in[2:0])
		ALU_ADD_SUB:	result_out	= hold_add_sub;
		ALU_SLT:	result_out	= {31'b0, hold_slt};
		ALU_SLTU:	result_out	= {31'b0, hold_sltu};
		ALU_AND:	result_out	= op_1_in & op_2_in;
		ALU_OR:		result_out	= op_1_in | op_2_in;
		ALU_XOR:	result_out	= op_1_in ^ op_2_in;
		ALU_SLL:	result_out	= op_1_in << op_2_in[4:0];
		ALU_SR:		result_out	= hold_shift_right;
		default:	result_out = 32'h00000000;
	endcase
end
endmodule
```

## design/flow/run.sh

```bash
#!/bin/bash
# OpenROAD 26Q1-2900-gdf79404cd8, Yosys 0.63+post, stock flow scripts
make -C /OpenROAD-flow-scripts/flow DESIGN_CONFIG=/design/flow/config.mk WORK_HOME=/design/flow/orfs finish
```

## design/flow/config.mk

```make
export PLATFORM = sky130hd
export DESIGN_NAME = msrv32_alu
export DESIGN_NICKNAME = msrv32_alu
export VERILOG_FILES = /design/flow/design.v
export SDC_FILE = /design/flow/constraint.sdc
export NUM_CORES = 4
export LEC_CHECK = 1
export CORE_UTILIZATION = 40
```

## design/flow/constraint.sdc

```tcl
current_design msrv32_alu

set clk_period 15.0
set clk_io_pct 0.2

create_clock -name clk0 -period $clk_period

set non_clock_inputs [all_inputs -no_clocks]
set_input_delay [expr $clk_period * $clk_io_pct] -clock clk0 $non_clock_inputs
set_output_delay [expr $clk_period * $clk_io_pct] -clock clk0 [all_outputs]
```

==> impl_results.html <==
<p>Metrics extracted from the flow reports.</p>
<table>
<tr><th>Metric</th><th>Value</th></tr>
<tr><th colspan="2">Layout</th></tr>
<tr><td>Most used cells in the layout excluding fill and tap cells</td><td>nor2_1 (152), ha_1 (132), a21oi_1 (115)</td></tr>
<tr><td>Most frequent logic cell in the layout</td><td>nor2_1</td></tr>
<tr><td>Final std cells w/o fill</td><td>1,491</td></tr>
<tr><td>Sequential standard cell area</td><td>0 um2</td></tr>
<tr><td>Logic area</td><td>7700 um2</td></tr>
<tr><td>Final core occ</td><td>46.8%</td></tr>
<tr><td>Filler Cell Count</td><td>2,133</td></tr>
<tr><td>Clock buffer count</td><td>0</td></tr>
<tr><td>Area growth from synthesis to final layout</td><td>14.0%</td></tr>
<tr><td>Final Instance Area</td><td>9530 um2</td></tr>
<tr><td>Layout cells sized above 1</td><td>7.94%</td></tr>
<tr><td>Seq Cell Count</td><td>0</td></tr>
<tr><th colspan="2">Logic synthesis</th></tr>
<tr><td>Sequential-to-total area share from yosys stat</td><td>0%</td></tr>
<tr><td>Average cell area after synthesis</td><td>7.09 um2</td></tr>
<tr><td>Adders+Majority by Area</td><td>20.0%</td></tr>
<tr><td>Cells in synth_stat.txt</td><td>1,179</td></tr>
<tr><td>Unique cell types</td><td>64</td></tr>
<tr><td>Yosys warnings</td><td>1</td></tr>
<tr><td>Ao+oa area frac</td><td>29.2%</td></tr>
<tr><td>Chip area in the Yosys report</td><td>8360 um2</td></tr>
<tr><td>Netlist area before placement</td><td>8360 um2</td></tr>
<tr><td>Main logic family</td><td>AND-OR/OR-AND gates</td></tr>
<tr><td>Xor-xnor portion of the synthesized cell area</td><td>5.34%</td></tr>
<tr><td>Gate count after technology mapping</td><td>1,179</td></tr>
<tr><td>Mux contribution to synthesized area</td><td>20.5%</td></tr>
<tr><td>Simple share</td><td>17.1%</td></tr>
<tr><th colspan="2">Global route</th></tr>
<tr><td>Overflow left after global routing</td><td>0</td></tr>
<tr><td>Via count of the first global-routing pass</td><td>8,789</td></tr>
<tr><td>Initial antenna violation count</td><td>0</td></tr>
<tr><td>Total routing resource utilization after global routing</td><td>33.8%</td></tr>
<tr><td>Maximum number of pins on one net before global-route repair</td><td>69</td></tr>
<tr><td>Global-route wire length before repair</td><td>53,900 um</td></tr>
<tr><th colspan="2">Die</th></tr>
<tr><td>Placeable core area</td><td>20,400 um2</td></tr>
<tr><td>Fp_density</td><td>41.0%</td></tr>
<tr><td>Total die size</td><td>21,500 um2</td></tr>
<tr><td>X dimension of the die</td><td>147 um</td></tr>
<tr><td>Standard-cell rows</td><td>52</td></tr>
<tr><td>Top-level port count</td><td>100</td></tr>
<tr><td>Overall die height</td><td>147 um</td></tr>
<tr><th colspan="2">Clocking</th></tr>
<tr><td>Hold buffers post-CTS</td><td>0</td></tr>
<tr><td>Cts repair resizes</td><td>0</td></tr>
<tr><td>Buffers inserted during post-CTS setup optimization</td><td>0</td></tr>
<tr><th colspan="2">Setup path</th></tr>
<tr><td>Startpoint type of the worst setup path</td><td>primary input</td></tr>
<tr><td>Maximum fanout along the worst path</td><td>42</td></tr>
<tr><td>Crit path capture type</td><td>output pin</td></tr>
<tr><td>Worst EP required</td><td>12.00 ns</td></tr>
<tr><td>Worst EP arrival</td><td>8.68 ns</td></tr>
<tr><td>Type of the setup path with the least slack</td><td>primary input to output pin</td></tr>
<tr><th colspan="2">Placed design</th></tr>
<tr><td>Area post-placement</td><td>9530 um2</td></tr>
<tr><td>Placed Cells</td><td>1,491</td></tr>
<tr><td>Routability congestion estimate</td><td>1.01</td></tr>
<tr><td>Total half-perimeter wirelength after legalization and detailed placement</td><td>28,100 um</td></tr>
<tr><td>Count of buffers inserted at the top-level ports</td><td>100</td></tr>
<tr><th colspan="2">Hold path</th></tr>
<tr><td>Cells on Worst Hold Path</td><td>6</td></tr>
<tr><td>Min-Delay Startpoint</td><td>opcode_in[0]</td></tr>
<tr><td>Worst Hold End</td><td>result_out[21]</td></tr>
<tr><td>Min-delay worst type</td><td>primary input to output pin</td></tr>
<tr><th colspan="2">Final timing</th></tr>
<tr><td>RSZ-0062 raised after global routing</td><td>false</td></tr>
<tr><td>Fmax achieved</td><td>0.0856 GHz</td></tr>
<tr><td>Period Utilization, post-route</td><td>77.9%</td></tr>
<tr><td>Minimum clock period after layout</td><td>11.68 ns</td></tr>
<tr><td>Headroom to the max-slew limit</td><td>41.8%</td></tr>
<tr><td>Total Neg Setup Slack</td><td>0 ns</td></tr>
<tr><td>Transition time at the pin with the least slew margin</td><td>0.864 ns</td></tr>
<tr><td>Final setup violating endpoints</td><td>0</td></tr>
<tr><td>Final hold vios</td><td>0</td></tr>
<tr><td>Total count of max-transition violations in the final report</td><td>0</td></tr>
<tr><td>Hold slack</td><td>6.98 ns</td></tr>
<tr><th colspan="2">Routing</th></tr>
<tr><td>Total routed wirelength</td><td>35,500 um</td></tr>
<tr><td>DRC</td><td>0</td></tr>
<tr><td>DR iter-0 viols</td><td>784</td></tr>
<tr><td>Via density per instance</td><td>6.27</td></tr>
<tr><td>Per-cell routed wire length</td><td>23.8 um</td></tr>
<tr><td>Post-route ant nets</td><td>0</td></tr>
<tr><td>1st-pass router iterations</td><td>5</td></tr>
<tr><td>Number of antenna repair diodes</td><td>0</td></tr>
<tr><td>Total via count in the routed design</td><td>9,354</td></tr>
<tr><th colspan="2">Pwr</th></tr>
<tr><td>IR drop worst, VDD</td><td>18.3 uV</td></tr>
<tr><td>Total power density per cell area</td><td>41.3 nW/um2</td></tr>
<tr><td>Leakage</td><td>4.05 nW</td></tr>
<tr><th colspan="2">Run</th></tr>
<tr><td>Number of violations of the max-capacitance limit</td><td>0</td></tr>
<tr><td>Number of logged tool warnings</td><td>101</td></tr>
<tr><th colspan="2">Run status</th></tr>
<tr><td>Outcome</td><td>finished clean</td></tr>
</table>
==> worst max path at each step <==
| stage | start | slack (ns) | end | depth (start not counted) |
|---|---|---|---|---|
| 4_1_cts | op_2_in[1] | 3.37 | result_out[31] | 20 |
| 6_report | op_2_in[1] | 3.32 | result_out[31] | 20 |
| 5_1_grt | op_2_in[1] | 2.74 | result_out[31] | 20 |
==> cell type report <==
type                            count  area share (%)
Timing Repair Buffer              121            11.9
Tap cell                          270            3.55
Multi-Input combinational cell   1006            80.8
Inverter                           94            3.70
==> critical path: stages <==
cell,delay (ns)
buf_2,0.37
buf_4,0.54
clkinv_1,0.68
ha_1,0.48
nand3_1,0.18
or3_1,0.19
or2_2,0.19
o21ai_0,0.11
xnor2_1,0.17
ha_1,0.43
nand2_1,0.08
nor2_1,0.16
nand4_1,0.13
a2111oi_0,0.32
buf_4,0.18
o21ai_0,0.18
a211o_1,0.38
and4_4,0.19
o31ai_2,0.17
clkdlybuf4s50_1,0.49
==> Yosys cell counts (all sizes together), types with 13 or more instances <==
cell | instances | share of area (%)
a22oi | 13 | 1.2
o21ai | 104 | 6.3
o22ai | 13 | 0.97
inv | 91 | 4.1
ha | 132 | 20
nand2 | 93 | 4.2
nor2 | 153 | 6.9
mux4 | 52 | 14
mux2i | 51 | 6.1
o21bai | 14 | 1.3
a21oi | 115 | 6.9
nor3 | 26 | 1.6
o211ai | 22 | 2.0
clkbuf | 47 | 2.1
xnor2 | 44 | 4.6
buf | 32 | 1.6
==> layer usage <==
metal	vias to the layer above	wire (um)	global-route usage (%)
li1	4415	-	-
met1	4457	15900	50.6
met2	429	15400	49.7
met3	53	3380	7.64
met4	0	879	7.55
met5	-	0	0
==> power breakdown <==
part           total, mW  internal (mW)  switching (mW)
Sequential             0              0               0
Combinational      0.394          0.163           0.230
Clock                  0              0               0
Total              0.394          0.163           0.230
==> cell families (layout without fill, tap and decap cells) <==
group,Yosys count,in the layout
fa+ha+maj,133,133
compound gates,387,387
buf+inv,173,215
simple gates,329,329
xor+xnor,51,51
mux,106,106
==> stage by stage <==
step / worst slack (ns) / power, mW
6_report: 3.32 / 0.394
4_1_cts: 3.37 / 0.388
5_1_grt: 2.74 / 0.428
2_1_floorplan: 4.91 / 0.241
3_3_place_gp: 3.43 / 0.388
3_5_place_dp: 3.39 / 0.386
Power figures rest on the tool's default switching activity, not on a simulated workload.
